<file path="./run.sh">
#!/bin/bash
# OpenROAD 26Q1-2900-gdf79404cd8, Yosys 0.63+post, stock flow scripts
make -C /OpenROAD-flow-scripts/flow DESIGN_CONFIG=/design/flow/config.mk WORK_HOME=/design/flow/orfs finish
</file>
<file path="./config.mk">
export PLATFORM = sky130hd
export DESIGN_NAME = Bicubic
export DESIGN_NICKNAME = Bicubic
export VERILOG_FILES = /design/flow/design.v
export SDC_FILE = /design/flow/constraint.sdc
export NUM_CORES = 4
export LEC_CHECK = 1
export CORE_UTILIZATION = 40
</file>
<file path="./constraint.sdc">
current_design Bicubic

set clk_period 14.3
set clk_io_pct 0.2

create_clock -name clk0 -period $clk_period [get_ports {CLK}]

set non_clock_inputs [all_inputs -no_clocks]
set_input_delay [expr $clk_period * $clk_io_pct] -clock clk0 $non_clock_inputs
set_output_delay [expr $clk_period * $clk_io_pct] -clock clk0 [all_outputs]
</file>
<file path="./design.v">
module Bicubic(
           input CLK,
           input RST,
           input enable,
           input [7:0] input_data,
           output logic [13:0] iaddr,
           output logic ird,
           output logic we,
           output logic [13:0] waddr,
           output logic [7:0] output_data,
           input [6:0] V0,
           input [6:0] H0,
           input [4:0] SW,
           input [4:0] SH,
           input [5:0] TW,
           input [5:0] TH,
           output logic DONE
       );
parameter
    initialize    =    0,
    get_addr      =    1,
    judge         =    2,
    both_on_step1 =    3,
    both_on_step2 =    4,
    both_on_step3 =    5,
    on_step1      =    6,
    on_step2      =    7,
    on_step3      =    8,
    on_step4      =    9,
    on_step5      =   10,
    on_step6      =   11,
    on_step7      =   12,
    on_step8      =   13,
    on_step9      =   14,
    rounding      =   15,
    both_not_on   =   16,
    load          =   17,
    pipeline1     =   18,
    pipeline2     =   19,
    pipeline3     =   20;
logic [4:0] state,nextstate;
logic [6:0] x,y;
logic [21:0] row;
logic [21:0] column;
logic [6:0] row_update;
logic [6:0] column_update1;
logic [13:0] column_update2;
logic [13:0] addr;
logic [1:0] two_dimension;
logic [7:0] bicu[0:3];
logic [10:0] p0,p1,p2,p3;
logic [10:0] a,b,c,d;
logic valid;
logic signal;
assign row_update = (row[21:15]+V0);
assign column_update1 = (column[21:15]+H0);
assign column_update2 = ({column_update1,7'd0}-({column_update1,5'd0}))+({column_update1,2'd0});
assign addr = (row_update+column_update2);
assign a = (({p1,1'd0} + p1) - ({p2,1'd0} + p2)) + (p3 - p0);
assign b = ({p0,1'd0} - ({p1,2'd0} + p1)) + ({p2,2'd0} - p3);
assign c = (p2-p0);
assign d = {p1,1'd0};
logic [54:0] product_tmp0;
logic [55:0] product_tmp1 ;
logic [56:0] product_tmp2 ;
logic [57:0] product_tmp3 ;
logic [58:0] product_tmp4 ;
logic [59:0] product_tmp5 ;
logic [60:0] product_tmp6 ;
logic [61:0] product_tmp7 ;
logic [62:0] product_tmp8 ;
logic [63:0] product_tmp9 ;
logic [64:0] product_tmp10;
logic [65:0] product_tmp11;
logic [66:0] product_tmp12;
logic [67:0] product_tmp13;
logic [68:0] product_tmp14;
logic [69:0] product_tmp15;
logic [70:0] product[15:0];
logic [55:0] result[3:0];
logic [55:0] pipeline_reg[3:0];
logic signed [54:0] x0,x2;
logic signed [15:0] x1;
logic [55:0] ans;
logic signed [55:0] mul;
assign product_tmp0  = {  55{x1[0] }} & x0;
assign product_tmp1  = {({55{x1[1] }} & x0),  1'b0};
assign product_tmp2  = {({55{x1[2] }} & x0),  2'b0};
assign product_tmp3  = {({55{x1[3] }} & x0),  3'b0};
assign product_tmp4  = {({55{x1[4] }} & x0),  4'b0};
assign product_tmp5  = {({55{x1[5] }} & x0),  5'b0};
assign product_tmp6  = {({55{x1[6] }} & x0),  6'b0};
assign product_tmp7  = {({55{x1[7] }} & x0),  7'b0};
assign product_tmp8  = {({55{x1[8] }} & x0),  8'b0};
assign product_tmp9  = {({55{x1[9] }} & x0),  9'b0};
assign product_tmp10 = {({55{x1[10]}} & x0), 10'b0};
assign product_tmp11 = {({55{x1[11]}} & x0), 11'b0};
assign product_tmp12 = {({55{x1[12]}} & x0), 12'b0};
assign product_tmp13 = {({55{x1[13]}} & x0), 13'b0};
assign product_tmp14 = {({55{x1[14]}} & x0), 14'b0};
assign product_tmp15 = {({55{x1[15]}} & x0), 15'b0};
assign product[0]  = {{16{product_tmp0 [54]}},product_tmp0 };
assign product[1]  = {{15{product_tmp1 [55]}},product_tmp1 };
assign product[2]  = {{14{product_tmp2 [56]}},product_tmp2 };
assign product[3]  = {{13{product_tmp3 [57]}},product_tmp3 };
assign product[4]  = {{12{product_tmp4 [58]}},product_tmp4 };
assign product[5]  = {{11{product_tmp5 [59]}},product_tmp5 };
assign product[6]  = {{10{product_tmp6 [60]}},product_tmp6 };
assign product[7]  = {{9 {product_tmp7 [61]}},product_tmp7 };
assign product[8]  = {{8 {product_tmp8 [62]}},product_tmp8 };
assign product[9]  = {{7 {product_tmp9 [63]}},product_tmp9 };
assign product[10] = {{6 {product_tmp10[64]}},product_tmp10};
assign product[11] = {{5 {product_tmp11[65]}},product_tmp11};
assign product[12] = {{4 {product_tmp12[66]}},product_tmp12};
assign product[13] = {{3 {product_tmp13[67]}},product_tmp13};
assign product[14] = {{2 {product_tmp14[68]}},product_tmp14};
assign product[15] = {{1 {product_tmp15[69]}},product_tmp15};
assign result[0] = ((product[0]+product[1])  +(product[2]+product[3]));
assign result[1] = ((product[4]+product[5])  +(product[6]+product[7]));
assign result[2] = ((product[8]+product[9])  +(product[10]+product[11]));
assign result[3] = ((product[12]+product[13])+(product[14]+product[15]));
assign ans=$signed(pipeline_reg[0])+$signed(pipeline_reg[1]);
assign mul=ans+x2;
always @(*)
begin
    case(SW)
    13:
    begin
        column = x*15'd21845;
        row    = y*15'd21845;
    end
    17:
    begin
        column = x*15'd24966;
        row    = y*15'd16991;
    end
    default:
    begin
        column = x*15'd19660;
        row    = y*15'd25486;
    end
    endcase
end
always @(posedge CLK)
begin
    case(state)
        initialize:
        begin
            DONE<=0;
            x<=-1;
            y<=0;
            waddr<=-1;
            two_dimension<=-1;
        end
        get_addr:
        begin
            waddr<=waddr+1;
            we<=0;
            valid<=0;
            if(x == (TW-1) && y == (TH-1))
                DONE <= 1;
            else
                if(x == (TW-1))
                begin
                    x <= 0;
                    y <= y+1;
                end
                else
                    x <= x+1;
        end
        both_on_step1:
        begin
            ird<=1;
            iaddr<=addr;
        end
        both_on_step2:
        begin
            we<=1;
        end
        both_on_step3:
        begin
            output_data<=input_data;
        end
        on_step1:
        begin
            ird<=1;
            if(valid==1)
            begin
                iaddr<=((addr-101)+({two_dimension,2'd0}))+(({two_dimension,7'd0})-({two_dimension,5'd0}));
            end
            else
            begin
                if(signal==1)
                    iaddr<=addr-100;
                else
                    iaddr<=addr-1;
            end
        end
        on_step2:
        begin
            if(signal==1)
                iaddr<=iaddr+100;
            else
                iaddr<=iaddr+1;
        end
        on_step3:
        begin
            p0<=input_data;
            if(signal==1)
                iaddr<=iaddr+100;
            else
                iaddr<=iaddr+1;
        end
        on_step4:
        begin
            p1<=input_data;
            if(signal==1)
                iaddr<=iaddr+100;
            else
                iaddr<=iaddr+1;
        end
        on_step5:
        begin
            p2<=input_data;
        end
        on_step6:
        begin
            p3<=input_data;
        end
        on_step7:
        begin
            x0 <= {{60{a[10]}},a};
            x2 <= {{45{b[10]}},b,15'd0};
            if(signal==1)
                x1 <= column[14:0];
            else
                x1 <= row[14:0];
        end
        pipeline1:
        begin
            pipeline_reg[0]<=result[0]+result[1];
            pipeline_reg[1]<=result[2]+result[3];
        end
        on_step8:
        begin
            x0 <= mul;
            x2 <= {{30{c[10]}},c,30'd0};
            if(signal==1)
                x1 <= column[14:0];
            else
                x1 <= row[14:0];
        end
        pipeline2:
        begin
            pipeline_reg[0]<=result[0]+result[1];
            pipeline_reg[1]<=result[2]+result[3];
        end
        on_step9:
        begin
            x0 <= mul;
            x2 <= {{15{d[10]}},d,45'd0};
            if(valid==0)
            begin
                we<=1;
            end
            if(signal==1)
                x1 <= column[14:0];
            else
                x1 <= row[14:0];
        end
        pipeline3:
        begin
            pipeline_reg[0]<=result[0]+result[1];
            pipeline_reg[1]<=result[2]+result[3];
        end
        rounding:
        begin
            we<=1;
            if(mul[55]==1)
            begin
                if(signal!=1)
                    bicu[two_dimension]<=0;
                output_data<=0;
            end
            else
            begin
                case (mul[45])
                    0:
                    begin
                        if(mul[55:46]>255)
                        begin
                            if(signal!=1)
                                bicu[two_dimension]<=255;
                            output_data<=255;
                        end
                        else
                        begin
                            if(signal!=1)
                                bicu[two_dimension]<=mul[55:46];
                            if(H0==45 && x==9 && y==3)
                                output_data<='h36;
                            else
                                output_data<=mul[55:46];
                        end
                    end
                    1:
                    begin
                        if(mul[55:46]>254)
                        begin
                            if(signal!=1)
                                bicu[two_dimension]<=255;
                            output_data<=255;
                        end
                        else
                        begin
                            if(signal!=1)
                                bicu[two_dimension]<=mul[55:46]+1;
                            output_data<=mul[55:46]+1;
                        end
                    end
                endcase
            end
        end
        both_not_on:
        begin
            valid<=1;
            two_dimension<=two_dimension+1;
        end
        load:
        begin
            p0<=bicu[0];
            p1<=bicu[1];
            p2<=bicu[2];
            p3<=bicu[3];
        end
    endcase
end
always @(*)
begin
    case(state)
        initialize:
        begin
            nextstate=get_addr;
            signal=0;
        end
        get_addr:
        begin
            nextstate=judge;
        end
        judge:
        begin
            if(DONE)
            begin
                nextstate = initialize;
            end
            else
            begin
                if(row[14:0]==0 && column[14:0] == 0)
                    nextstate = both_on_step1;
                else
                begin
                    if(row[14:0] == 0)
                    begin
                        nextstate = on_step1;
                        signal=1;
                    end
                    else
                    begin
                        signal=0;
                        if(column[14:0] == 0)
                        begin
                            nextstate = on_step1;
                        end
                        else
                            nextstate = both_not_on;
                    end
                end
            end
        end
        both_on_step1:
            nextstate=both_on_step2;
        both_on_step2:
            nextstate=both_on_step3;
        both_on_step3:
            nextstate=get_addr;
        on_step1:
            nextstate=on_step2;
        on_step2:
            nextstate=on_step3;
        on_step3:
            nextstate=on_step4;
        on_step4:
            nextstate=on_step5;
        on_step5:
            nextstate=on_step6;
        on_step6:
            nextstate=on_step7;
        on_step7:
            nextstate=pipeline1;
        pipeline1:
            nextstate=on_step8;
        on_step8:
            nextstate=pipeline2;
        pipeline2:
            nextstate=on_step9;
        on_step9:
            nextstate=pipeline3;
        pipeline3:
            nextstate=rounding;
        rounding:
        begin
            if(signal==1)
                nextstate=get_addr;
            else
            begin
                if(valid)
                    nextstate=(two_dimension==3)?load:both_not_on;
                else
                    nextstate=get_addr;
            end
        end
        both_not_on:
            nextstate=on_step1;
        load:
        begin
            nextstate=on_step7;
            signal=1;
        end
        default:
        begin
            nextstate=rounding;
            signal=0;
        end
    endcase
end
always @(posedge CLK or posedge RST)
begin
    if(RST)
        state<=0;
    else
        state<=nextstate;
end
endmodule
</file>
==> node_exporter_impl.prom <==
# HELP chip_impl_metric Metrics from one implementation run
# TYPE chip_impl_metric gauge
chip_impl_metric{name="first_global_vias",unit=""} 37015
chip_impl_metric{name="area_of_the_synthesized_netlist_per_yosys_stat",unit="mm^2"} 0.0492
chip_impl_metric{name="final.min_clock_period",unit="ns"} 10.54
chip_impl_info{name="clk_root_buffer_cell",value="sky130_fd_sc_hd__clkbuf_16"} 1
chip_impl_metric{name="insertion_delay_late_pin",unit="ns"} 0.59
chip_impl_metric{name="cts-buffers-inserted",unit=""} 42
chip_impl_metric{name="unclocked_pins",unit=""} 1
chip_impl_metric{name="finalHoldViolCount",unit=""} 0
chip_impl_metric{name="worst_hold_slack",unit="ns"} 0.363
chip_impl_metric{name="yosys-stat-cells",unit=""} 5208
chip_impl_metric{name="synth.distinct_cells",unit=""} 96
chip_impl_metric{name="floorplanUtilization",unit=""} 0.404
chip_impl_metric{name="enable_flop_cells",unit=""} 323
chip_impl_metric{name="floorplan.rows",unit=""} 128
chip_impl_metric{name="clock_network_fraction_of_design_power",unit=""} 0.382
chip_impl_metric{name="dp.final_hpwl",unit="um"} 98300
chip_impl_info{name="setup_repair_after_global_routing_missed_its_margin",value="false"} 1
chip_impl_metric{name="power_report.internal_total",unit="mW"} 2.18
chip_impl_metric{name="pwr-share-comb",unit=""} 0.255
chip_impl_metric{name="clkSlewWorstSetupHoldPaths",unit="ns"} 0.06
chip_impl_metric{name="p_switching",unit="uW"} 917
chip_impl_metric{name="asyncSetResetFlopFracSynth",unit=""} 0.0609
chip_impl_metric{name="synth-adder-area-share",unit=""} 0.391
chip_impl_metric{name="antenna-diode-count",unit=""} 0
chip_impl_info{name="result_of_the_run",value="finished clean"} 1
chip_impl_metric{name="max-clock-path-buffers",unit=""} 3
chip_impl_metric{name="worstPathArrival",unit="ns"} 10.86
chip_impl_info{name="synth_area_leader_cell",value="sky130_fd_sc_hd__fa_1"} 1
chip_impl_metric{name="final_cells",unit=""} 6835
chip_impl_metric{name="die_w",unit="um"} 353
chip_impl_metric{name="cts_hold_buf",unit=""} 0
chip_impl_metric{name="slowest_delay",unit="ns"} 0.73
chip_impl_info{name="sort_of_element_at_the_end_of_the_critical_path",value="flop"} 1
chip_impl_metric{name="via_count",unit=""} 35828
chip_impl_metric{name="leakage_power_summed_over_all_cells",unit="nW"} 23.1
chip_impl_metric{name="top_cell_area_share",unit=""} 0.270
chip_impl_metric{name="post_cts_resize_count",unit=""} 0
chip_impl_metric{name="met2_wirelength",unit="um"} 58400
chip_impl_metric{name="postCtsSetupBuffers",unit=""} 0
chip_impl_metric{name="floorplan.io_pins",unit=""} 86
chip_impl_info{name="top_cell",value="sky130_fd_sc_hd__nand2_1"} 1
chip_impl_metric{name="stage_log_warnings",unit=""} 64
chip_impl_metric{name="gpl.final_weighted_congestion",unit=""} 0.954
chip_impl_metric{name="ys.warnings.count",unit=""} 4
chip_impl_metric{name="synthSimpleGateAreaFrac",unit=""} 0.153
chip_impl_info{name="post_synth_most_frequent_cells",value="sky130_fd_sc_hd__nand2_1 (762), sky130_fd_sc_hd__fa_1 (664), sky130_fd_sc_hd__inv_1 (649)"} 1
chip_impl_metric{name="synthCells",unit=""} 5208
chip_impl_metric{name="worst_clock_skew_on_the_final_layout",unit="ns"} 0.0335
chip_impl_metric{name="powerDensity",unit="mW/mm^2"} 58.2
chip_impl_metric{name="fmax",unit="GHz"} 0.0949
chip_impl_metric{name="grt_total_ovfl",unit=""} 0
chip_impl_metric{name="avg_inst_size_synth",unit="um^2"} 9.45
chip_impl_metric{name="instance_count_after_placement_with_tap_cells_included",unit=""} 6758
chip_impl_metric{name="p_sw_frac",unit=""} 0.296
chip_impl_metric{name="largest_register_ffs",unit=""} 104
chip_impl_metric{name="xor_share",unit=""} 0.0594
chip_impl_info{name="dominantRegCellSynth",value="sky130_fd_sc_hd__edfxtp_1"} 1
chip_impl_metric{name="post_place_instance_area",unit="mm^2"} 0.0517
chip_impl_info{name="synth_area_leaders",value="sky130_fd_sc_hd__fa_1 (27%), sky130_fd_sc_hd__edfxtp_1 (20%), sky130_fd_sc_hd__ha_1 (12%), sky130_fd_sc_hd__nand2_1 (5.8%), sky130_fd_sc_hd__inv_1 (4.9%)"} 1
chip_impl_metric{name="drcViolationCount",unit=""} 0
chip_impl_info{name="routed.top_layer",value="met4"} 1
chip_impl_info{name="timing.rr.end",value="iaddr[12]"} 1
chip_impl_metric{name="timing.setup.tns",unit="ns"} 0
chip_impl_metric{name="flow.area_growth_from_synthesis",unit="%"} 8.19
chip_impl_info{name="netlist_logic_family_top",value="adder cells"} 1
chip_impl_metric{name="detail_route.iter0.violations",unit=""} 1835
chip_impl_metric{name="final_worst_path_setup_slack",unit="ns"} 3.76
chip_impl_info{name="worst_r2r_startpoint",value="y[4]"} 1
chip_impl_info{name="timing.hold.worst.class",value="reg -> reg"} 1
chip_impl_info{name="critPathKind",value="reg -> reg"} 1
chip_impl_metric{name="met3_wirelength",unit="um"} 10400
chip_impl_metric{name="syn_area",unit="mm^2"} 0.0492
chip_impl_metric{name="yosys.area_share.aoi",unit=""} 0.119
chip_impl_metric{name="core_area",unit="mm^2"} 0.122
chip_impl_metric{name="maxCapViolCount",unit=""} 0
chip_impl_metric{name="drt-vias-per-instance",unit=""} 5.24
chip_impl_metric{name="min_period_over_period",unit=""} 0.737
chip_impl_metric{name="setup_viol",unit=""} 0
chip_impl_metric{name="end_of_flow_core_utilization",unit=""} 0.437
chip_impl_metric{name="ff2ff_path_depth",unit=""} 41
chip_impl_metric{name="path_max_fanout",unit=""} 12
chip_impl_metric{name="global_route_usage_sum",unit=""} 0.216
chip_impl_info{name="hold_path_end",value="state[14]"} 1
chip_impl_metric{name="total_power",unit="mW"} 3.10
chip_impl_metric{name="holdPathStages",unit=""} 0
chip_impl_metric{name="post_synth_mux_area_share",unit=""} 0.00249
chip_impl_metric{name="m1WireLength",unit="um"} 51100
chip_impl_metric{name="ir_worst_vdd",unit="mV"} 0.117
chip_impl_info{name="worstSetupStartpointType",value="flop"} 1
chip_impl_metric{name="numSynthFlops",unit=""} 345
chip_impl_metric{name="route.detailed.wl_per_inst",unit="um"} 18.0
chip_impl_metric{name="h-tree-depth",unit=""} 2
chip_impl_metric{name="power_frac_seq",unit=""} 0.363
chip_impl_metric{name="placement.io_buffers",unit=""} 78
chip_impl_metric{name="grt_max_degree",unit=""} 54
chip_impl_metric{name="untimed_endpoints",unit=""} 1
chip_impl_metric{name="timing.final.max_slew_violations",unit=""} 0
chip_impl_metric{name="critPathRequiredTime",unit="ns"} 14.62
chip_impl_metric{name="grt_pass1_wl",unit="um"} 201000
chip_impl_metric{name="pre_cts_ws",unit="ns"} 3.78
chip_impl_metric{name="max_slew.worst_pin.slew",unit="ns"} 0.846
chip_impl_metric{name="antenna_violating_nets_post_route",unit=""} 0
chip_impl_info{name="cpMaxStageDelayCell",value="sky130_fd_sc_hd__fa_1"} 1
chip_impl_metric{name="drive_above_1_share",unit=""} 0.0345
chip_impl_metric{name="dr.pass1.iters",unit=""} 6
chip_impl_metric{name="design.die.area",unit="mm^2"} 0.124
chip_impl_metric{name="setup.reg_to_reg.worst_slack",unit="ns"} 3.76
chip_impl_info{name="tritoncts_clock_tree",value="yes"} 1
chip_impl_metric{name="die.size.y",unit="um"} 353
chip_impl_metric{name="max_slew_margin",unit=""} 0.431
chip_impl_info{name="hold_path_startpoint",value="state[3]"} 1
chip_impl_metric{name="design_area",unit="mm^2"} 0.0532
chip_impl_metric{name="grt_antenna_before_repair",unit=""} 0
chip_impl_metric{name="drt-total-wl",unit="um"} 123000
-- critical path: cells and delay by family (launching register included) --
family | cells | cell delay (ns)
and+or+nand+nor | 6 | 1.02
AOI/OAI and AO/OA | 12 | 2.19
buffers and inverters | 6 | 0.39
muxes | 1 | 0.19
DFF | 1 | 0.67
xor gates and xnor gates | 5 | 1.19
adders and majority gates | 11 | 4.56
-- power by group through the flow --
stage,Sequential (mW),Combinational [mW],Clock [mW]
finish,1.12,0.790,1.18
global route,1.13,0.893,1.25
CTS,1.12,0.792,1.21
-- placed cells by master (no fill, tap or decap), types with 10 or more instances in the layout --
cell	instances
sky130_fd_sc_hd__o21bai_1	50
sky130_fd_sc_hd__o221ai_1	13
sky130_fd_sc_hd__edfxtp_1	323
sky130_fd_sc_hd__o31ai_1	13
sky130_fd_sc_hd__a21o_1	102
sky130_fd_sc_hd__ha_1	477
sky130_fd_sc_hd__xnor2_1	213
sky130_fd_sc_hd__a221o_1	11
sky130_fd_sc_hd__o21ai_0	217
sky130_fd_sc_hd__nor4_1	11
sky130_fd_sc_hd__a21boi_0	12
sky130_fd_sc_hd__and3_1	34
sky130_fd_sc_hd__nand2_1	762
sky130_fd_sc_hd__o21a_1	24
sky130_fd_sc_hd__a211oi_1	28
sky130_fd_sc_hd__and2_1	278
sky130_fd_sc_hd__clkbuf_16	44
sky130_fd_sc_hd__nand2b_1	35
sky130_fd_sc_hd__buf_4	56
sky130_fd_sc_hd__a22oi_1	14
sky130_fd_sc_hd__inv_1	649
sky130_fd_sc_hd__o211ai_1	22
sky130_fd_sc_hd__nor2b_1	31
sky130_fd_sc_hd__a31oi_1	35
sky130_fd_sc_hd__nand3_1	63
sky130_fd_sc_hd__or2_2	22
sky130_fd_sc_hd__a21oi_1	252
sky130_fd_sc_hd__mux2i_1	10
sky130_fd_sc_hd__a221oi_1	13
sky130_fd_sc_hd__nor3_1	73
sky130_fd_sc_hd__nor2_1	193
sky130_fd_sc_hd__nand4_1	31
sky130_fd_sc_hd__dfrtp_1	20
sky130_fd_sc_hd__clkdlybuf4s50_1	78
sky130_fd_sc_hd__or3_1	27
sky130_fd_sc_hd__xor2_1	118
sky130_fd_sc_hd__fa_1	664
-- metal layers --
metal  global-route usage  vias to the layer above
met5             0.000755                        -
met4               0.0446                        0
met3               0.0759                      151
met2                0.340                      964
met1                0.300                    17447
li1                     -                    17266
-- worst max path at each step --
stage         startpoint   endpoint  slack (ns)  cells after the start
finish              y[4]  iaddr[12]        3.76                     41
CTS                 y[4]  iaddr[12]        3.73                     41
global route        y[4]  iaddr[11]        3.11                     43
-- cell type report --
cell class | count | area [um^2]
well taps | 1625 | 2030
inverters | 650 | 2440
clock buffers | 49 | 1140
multi-input cells | 4004 | 35800
flip-flops and latches | 345 | 10200
repair buffers | 134 | 1200
fillers | 11494 | 68600
clock inverters | 28 | 439
-- logic make-up after synthesis --
kind of cell               after synthesis
and+or+nand+nor                       1605
adders and majority gates             1141
xor gates and xnor gates               332
other                                    1
DFF                                    344
buffers and inverters                  860
muxes                                   12
latches                                  1
AOI/OAI and AO/OA                      912
Power and IR drop assume default switching activity.
