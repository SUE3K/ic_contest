## flow/design.v

```verilog
module lcd_ctrl(clk, reset, datain, cmd, cmd_valid, dataout, output_valid, busy);
input           clk;
input           reset;
input   [7:0]   datain;
input   [2:0]   cmd;
input           cmd_valid;
output reg [7:0]   dataout;
output reg         output_valid;
output reg         busy;
reg cur_state,next_state;  
reg [5:0] img_counter;     
reg [2:0] row,col;         
reg [2:0] row_t,col_t;         
reg [5:0] out_pos;          
reg [2:0] cmd_reg;         
reg [7:0] data_buff[35:0];  
localparam REFLASH     = 3'd0;
localparam LOAD_DATA   = 3'd1;
localparam SHIFT_RIGHT = 3'd2;
localparam SHIFT_LEFT  = 3'd3;
localparam SHIFT_UP    = 3'd4;
localparam SHIFT_DOWN  = 3'd5;
localparam WAIT_CMD = 1'b0;
localparam PROCESS  = 1'b1;
always @ ( posedge clk or posedge reset ) begin    
    if (reset)  
        cur_state <= WAIT_CMD;
    else
        cur_state <= next_state;
end 
always @ ( * ) begin     
    case ( cur_state )
        WAIT_CMD : begin
            if ( cmd_valid )
                next_state = PROCESS;
            else
                next_state = WAIT_CMD;
        end
        PROCESS : begin
            if ( ( cmd_reg == REFLASH ) && img_counter[5:3] == 3'd2 && img_counter[2:0] == 3'd2 )
                next_state = WAIT_CMD;
            else
                next_state = PROCESS;
        end
    endcase
end
always @ (*) begin   
	out_pos = 6*(row+img_counter[5:3])+img_counter[2:0]+col;
end
always @ ( posedge clk or posedge reset ) begin   
    if (reset) begin
        row <= 3'd2;
        col <= 3'd2;
        dataout <= 8'd0;
        output_valid <= 1'd0;
        busy <= 1'd0;
        cmd_reg <= REFLASH;
        img_counter <= 6'd0;
    end
    else begin
        if ( cur_state == WAIT_CMD ) begin
            if ( cmd_valid ) begin
                cmd_reg <= cmd;
                busy <= 1'd1;
            end
            img_counter <= 6'd0;
            output_valid <= 1'd0;
        end
        else begin
            case ( cmd_reg )
                REFLASH : begin
                    dataout <= data_buff[out_pos];
                    if ( img_counter[2:0] == 3'd2 ) begin
                        img_counter[5:3] <= img_counter[5:3] + 1'd1;
                        img_counter[2:0] <= 3'd0;
                    end
                    else begin
                        img_counter <= img_counter + 6'd1;
                    end
                    if ( img_counter[5:3] == 3'd2 && img_counter[2:0] == 3'd2 ) begin
                        busy <= 1'd0;
                    end
                    output_valid <= 1'd1;
                end
                LOAD_DATA : begin
                    if (img_counter == 6'd35) begin
                        img_counter <= 6'd0;
                        cmd_reg <= REFLASH;
                    end
                    else
                        img_counter <= img_counter + 6'd1;
                    data_buff[img_counter] <= datain;
                    row <= 3'd2;
                    col <= 3'd2;
                end
                SHIFT_RIGHT : begin
		    if (col != 3'd3) begin
		    	col <= col+3'd1;
		    end
		    cmd_reg <= REFLASH;
                end
                SHIFT_LEFT : begin
		    if (col != 3'd0) begin
		    	col <= col-3'd1;
		    end
		    cmd_reg <= REFLASH;
                end
                SHIFT_UP : begin
		    if (row != 3'd0) begin
		    	row <= row-3'd1;
		    end
		    cmd_reg <= REFLASH;
                end
                default : begin  
		    if (row != 3'd3) begin
		    	row <= row+3'd1;
		    end
		    cmd_reg <= REFLASH;
                end
            endcase
        end
    end
end
endmodule
```

## flow/run.sh

```bash
#!/bin/bash
# OpenROAD 26Q1-2900-gdf79404cd8, Yosys 0.63+post, stock flow scripts
make -C /OpenROAD-flow-scripts/flow DESIGN_CONFIG=/design/flow/config.mk WORK_HOME=/design/flow/orfs finish
```

## flow/config.mk

```make
export PLATFORM = sky130hd
export DESIGN_NAME = lcd_ctrl
export DESIGN_NICKNAME = lcd_ctrl
export VERILOG_FILES = /design/flow/design.v
export SDC_FILE = /design/flow/constraint.sdc
export NUM_CORES = 4
export LEC_CHECK = 1
export CORE_UTILIZATION = 50
```

## flow/constraint.sdc

```tcl
current_design lcd_ctrl

set clk_period 10.4
set clk_io_pct 0.2

create_clock -name clk0 -period $clk_period [get_ports {clk}]

set non_clock_inputs [all_inputs -no_clocks]
set_input_delay [expr $clk_period * $clk_io_pct] -clock clk0 $non_clock_inputs
set_output_delay [expr $clk_period * $clk_io_pct] -clock clk0 [all_outputs]
```

==> impl_metrics.yaml <==
# synthesis and place-and-route metrics
place:
  io_buffers: 23
  place.detailed.hpwl_um: 26300
  dpl_cell_area_um2: 14600
  gp_congestion: 1.01
clock_network:
  clk_pin_slew_ps: 60
  holdBufCountCts: 0
  clk-insertion-delay-late_ps: 510
  post_cts_resized: 0
  cts_tree: "built"
  clk_path_buf_depth: 3
  htreeDepth: 2
  cts.sinks: 314
  clock-root-buffer: "clkbuf_16"
  cts_buffers: 34
  cts_setup_buffers: 0
layout:
  area_growth_pct: 13.8
  regArea_um2: 9300
  drive_above_1_share: 0.129
  nFillCells: 2114
  design_area_um2: 15700
  largest_reg_flops: 288
  regMostFlops: "data_buff"
  top_regs: "data_buff: 288 flops, dataout: 8 flops, img_counter: 6 flops"
  logic_area_um2: 4180
sta:
  setup_tns_ps: 0
  finalClockSkew_ps: 8.05
  setup_viol: 0
  maxSlewViolCount: 0
  finalCriticalPeriod_ps: 5570
  rsz0062_at_grt: "false"
  fmax_ghz: 0.179
  worstMarginPinSlew_ps: 932
  max_slew_margin: 0.363
  fin_crit_sh: 0.536
  hold_viol: 0
yosys:
  syn_area_um2: 13800
  ff_type: "edfxtp_1"
  top_area_cell: "edfxtp_1"
  synth-edff-count: 288
  synthCells: 1006
  synthArstFlopShare: 0.0828
  yosys_warnings: 2
  synth_top_cell_by_count: "edfxtp_1"
  postSynthSeqShare: 0.675
  top_cells_by_count: "edfxtp_1, nand2_1, nor2_1"
  ys_top_cells_by_area: "edfxtp_1, dfrtp_1, mux2i_1"
  top_area_frac: 0.628
  synth_cell_types: 73
  syn_area_per_cell_um2: 13.7
  ys_seq_elements: 314
  yosysChipArea_um2: 13800
  ys_cells: 1006
grt:
  grt_max_degree: 47
  gr-total-overflow: 0
  grtUsageTotal: 0.333
  grt_pass1_wl_um: 60800
  grt_pass1_vias: 9170
  antenna_found_initial: 0
detailed_routing:
  vias: 9038
  avgViaCountPerCell: 6.39
  num_antenna_cells: 0
  dr.first_iter.drc_count: 847
  wl_per_cell_um: 29.2
  dr.pass1.iters: 6
  wirelength_um: 41300
  drc: 0
  antenna_left: 0
job:
  warnings: 29
  maxCapViolCount: 0
die:
  fp-utilization: 0.510
  dieArea_um2: 28200
  die_h_um: 168
  rows: 60
  io_pins: 24
  coreArea_um2: 27000
  die_width_um: 168
critical_path:
  worstSetupEndpointType: "flop"
  critPathLaunchType: "flop"
  crit_required_ps: 10750
  crit_fanout: 37
  path_class: "flop to flop"
  crit_arrival_ps: 5930
hold_path:
  hold_path_class: "flop to flop"
outcome:
  status: "complete, no violations"
[final cells by class]
| cell class | instances | area share |
|---|---|---|
| Sequential cell | 314 | 0.593 |
| Inverter | 21 | 0.00503 |
| Timing Repair Buffer | 67 | 0.0358 |
| Multi-Input combinational cell | 611 | 0.267 |
| Tap cell | 341 | 0.0272 |
| Clock buffer | 50 | 0.0635 |
| Clock inverter | 10 | 0.00814 |
[stage by stage]
stage	setup slack (ps)	hold WS (ps)	utilization	std cells
after floorplan	5990	427	-	1006
after global placement	4910	467	0.538	1354
after detailed placement	4900	471	0.538	1354
after CTS	4910	486	0.580	1414
after global routing	4550	538	0.580	1414
final	4830	486	0.580	1414
[metal layers]
metal / share of wire / wire length [um] / global-route usage
met1: 0.38 / 15900 / 0.515
met2: 0.44 / 18100 / 0.458
met3: 0.14 / 5820 / 0.169
met4: 0.037 / 1520 / 0.0905
met5: 0 / 0 / 0
[placed cells by master (no fill, tap or decap), drive strengths merged, types with 5 or more instances in the layout]
| cell type | count |
|---|---|
| a211oi | 6 |
| a21oi | 32 |
| a22o | 7 |
| a22oi | 14 |
| a31oi | 28 |
| a32oi | 10 |
| and2 | 26 |
| and3 | 16 |
| buf | 44 |
| clkbuf | 50 |
| clkdlybuf4s50 | 23 |
| clkinv | 5 |
| dfrtp | 24 |
| edfxtp | 288 |
| fa | 7 |
| ha | 16 |
| inv | 21 |
| mux2 | 18 |
| mux2i | 39 |
| mux4 | 7 |
| nand2 | 88 |
| nand3 | 49 |
| nand4 | 9 |
| nor2 | 56 |
| nor2b | 5 |
| nor3 | 19 |
| nor3b | 5 |
| nor4 | 13 |
| o2111ai | 5 |
| o21ai | 39 |
| o22ai | 14 |
| o31ai | 10 |
| or3 | 8 |
| xnor2 | 7 |
[path summary, 6_finish.rpt]
| path | startpoint | end | slack [ps] | cells past startpoint |
|---|---|---|---|---|
| worst min-delay path | output_valid | output_valid | 490 | 2 |
| max in group asynchronous | reset | row[1] | 8120 | 3 |
| worst max register to register | img_counter[3] | dataout[7] | 4830 | 14 |
| worst max-delay path | img_counter[3] | dataout[7] | 4830 | 14 |
| worst min register to register | output_valid | output_valid | 490 | 2 |
| min in group asynchronous | reset | cmd_reg[2] | 1950 | 3 |
[kinds of logic (layout without fill, tap and decap cells)]
| logic type | count (synthesis) | in the layout | synth area share |
|---|---|---|---|
| xor gates and xnor gates | 12 | 12 | 0.0104 |
| AOI/OAI and AO/OA | 204 | 204 | 0.100 |
| muxes | 64 | 64 | 0.0554 |
| buffers and inverters | 81 | 148 | 0.0241 |
| and+or+nand+nor | 308 | 308 | 0.110 |
| DFF | 314 | 314 | 0.675 |
| adders and majority gates | 23 | 23 | 0.0247 |
[worst max-delay path, stage by stage (launching register included)]
cell,delay (ps)
dfrtp_1,500
ha_1,290
fa_1,500
ha_1,300
inv_1,40
fa_1,480
fa_2,460
xor2_4,180
buf_4,440
nand2_2,200
or3_1,500
mux2i_4,410
nand2_1,180
a2111oi_0,760
a21oi_1,150
